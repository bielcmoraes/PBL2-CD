## /design/flow/constraint.sdc

```tcl
current_design SubtratorCompleto4Bits

set clk_period 2.0
set clk_io_pct 0.2

create_clock -name clk0 -period $clk_period

set non_clock_inputs [all_inputs -no_clocks]
set_input_delay [expr $clk_period * $clk_io_pct] -clock clk0 $non_clock_inputs
set_output_delay [expr $clk_period * $clk_io_pct] -clock clk0 [all_outputs]
```

## /design/flow/run.sh

```bash
#!/bin/bash
# OpenROAD 26Q1-2900-gdf79404cd8, Yosys 0.63+post, stock flow scripts
make -C /OpenROAD-flow-scripts/flow DESIGN_CONFIG=/design/flow/config.mk WORK_HOME=/design/flow/orfs finish
```

## /design/flow/config.mk

```make
export PLATFORM = sky130hd
export DESIGN_NAME = SubtratorCompleto4Bits
export DESIGN_NICKNAME = SubtratorCompleto4Bits
export VERILOG_FILES = /design/flow/design.v
export SDC_FILE = /design/flow/constraint.sdc
export NUM_CORES = 4
export LEC_CHECK = 1
export CORE_AREA = 10 10 70 70
export DIE_AREA = 0 0 80 80
```

## /design/flow/design.v

```verilog
module Somador1Bit (A, B, Cin, S, Cout);
	input A, B, Cin;
	output S, Cout;
	wire Xor1, And1, And2;
	xor (Xor1, A, B);
	and (And1, Xor1, Cin);
	xor (S, Xor1, Cin);
	and (And2, A, B);
	or (Cout, And1, And2);
endmodule 
module SomadorCompleto4Bits (A1, A2, A3, A4, B1, B2, B3, B4, Cin, S1, S2, S3, S4, Cout);
	input A1, A2, A3, A4, B1, B2, B3, B4;
	input Cin;
	output S1, S2, S3, S4;
	output Cout;
	wire CoutSub1, CoutSub2, CoutSub3;
	Somador1Bit Sub1 (.A(A1), .B(B1), .Cin(Cin), .S(S1), .Cout(CoutSub1));
	Somador1Bit Sub2 (.A(A2), .B(B2), .Cin(CoutSub1), .S(S2), .Cout(CoutSub2));
	Somador1Bit Sub3 (.A(A3), .B(B3), .Cin(CoutSub2), .S(S3), .Cout(CoutSub3));
	Somador1Bit Sub4 (.A(A4), .B(B4), .Cin(CoutSub3), .S(S4), .Cout(Cout));
endmodule 
module SubtratorCompleto4Bits (A1, A2, A3, A4, B1, B2, B3, B4, S1, S2, S3, S4);
	input A1, A2, A3, A4, B1, B2, B3, B4;
	output S1, S2, S3, S4;
	wire BoutSub1, BoutSub2, BoutSub3, Bout;
	wire NotB1, NotB2, NotB3, NotB4;
	not (NotB1, B1);
	not (NotB2, B2);
	not (NotB3, B3);
	not (NotB4, B4);
	SomadorCompleto4Bits somador1 (.A1(A1), .A2(A2), .A3(A3), .A4(A4), .B1(NotB1), .B2(NotB2), .B3(NotB3), .B4(NotB4), .Cin(1'b1), .S1(S1), .S2(S2), .S3(S3), .S4(S4), .Cout());
endmodule 
```

==> node_exporter_impl.prom <==
# HELP chip_impl_metric Implementation results
# TYPE chip_impl_metric gauge
chip_impl_info{name="run_status",value="complete, but fails checks"} 1
chip_impl_info{name="failed_checks",value="setup timing"} 1
chip_impl_metric{name="tightest_slew",unit="ns"} 0.0916
chip_impl_metric{name="areaGrowthSynthToFinish",unit="%"} 185
chip_impl_metric{name="route.final.wire_length",unit="µm"} 480
chip_impl_metric{name="die_w",unit="µm"} 80
chip_impl_info{name="hp-start",value="B2"} 1
chip_impl_metric{name="io_buffer_count",unit=""} 12
chip_impl_metric{name="postRouteAntennaNets",unit=""} 0
chip_impl_metric{name="postCtsSetupRepairBufs",unit=""} 0
chip_impl_metric{name="max_cap_viol_count",unit=""} 0
chip_impl_metric{name="nClkBuffers",unit=""} 0
chip_impl_metric{name="number_of_warnings_in_the_stage_logs",unit=""} 34
chip_impl_metric{name="finalSetupViolations",unit=""} 2
chip_impl_metric{name="yosysWarnings",unit=""} 0
chip_impl_metric{name="first_iter_violations",unit=""} 0
chip_impl_metric{name="final_period_minus_worst_setup_slack",unit="ns"} 2.04
chip_impl_metric{name="detailed_place_hpwl",unit="µm"} 450
chip_impl_metric{name="grt_usage",unit=""} 0.0144
chip_impl_info{name="crit_start",value="B1"} 1
chip_impl_metric{name="globalplace.congestion",unit=""} 0.767
chip_impl_metric{name="grt_pass1_wl",unit="µm"} 669
chip_impl_info{name="synth_area_leader_cell",value="sky130_fd_sc_hd__fa_1"} 1
chip_impl_metric{name="setup_tns",unit="ns"} -0.0647
chip_impl_metric{name="wl_per_cell",unit="µm"} 6.96
chip_impl_metric{name="placement.setup.worst_slack",unit="ns"} -0.975
chip_impl_info{name="timing_worst_setup_path_type",value="in -> out"} 1
chip_impl_metric{name="clock.fmax",unit="GHz"} 0.491
chip_impl_metric{name="routed-via-count",unit=""} 101
chip_impl_metric{name="post-route-worst-setup-slack",unit="ns"} -0.0370
chip_impl_metric{name="synth_area_per_cell",unit="µm²"} 9.88
chip_impl_metric{name="layout.area.seq",unit="µm²"} 0
chip_impl_metric{name="core_util_floorplan",unit=""} 0.0289
chip_impl_metric{name="power_density",unit="mW/mm²"} 194
chip_impl_metric{name="cts-hold-fix-buffers",unit=""} 0
chip_impl_metric{name="dieHeight",unit="µm"} 80
chip_impl_info{name="setup.worst_path.start_class",value="input pin"} 1
chip_impl_metric{name="area_of_the_core",unit="mm²"} 0.00342
chip_impl_metric{name="grt_max_degree",unit=""} 2
chip_impl_metric{name="synth_top_area_share",unit=""} 0.405
chip_impl_metric{name="crit_path_max_fanout",unit=""} 1
chip_impl_info{name="critical_path.endpoint_type",value="output port"} 1
chip_impl_metric{name="ys_cells",unit=""} 10
chip_impl_info{name="setup_repair_after_global_routing_missed_its_margin",value="yes"} 1
chip_impl_metric{name="p_leak",unit="µW"} 0.000127
chip_impl_metric{name="synth_cell_type_count",unit=""} 4
chip_impl_metric{name="overflow",unit=""} 0
chip_impl_metric{name="die_area",unit="mm²"} 0.00640
chip_impl_metric{name="layout_worst_path_cycle_share",unit=""} 1.02
chip_impl_metric{name="post_synth_inst_count",unit=""} 10
chip_impl_metric{name="layout-drive-gt1-share",unit=""} 0.500
chip_impl_info{name="synth.top_cells.by_count",value="sky130_fd_sc_hd__inv_1, sky130_fd_sc_hd__fa_1, sky130_fd_sc_hd__ha_1, sky130_fd_sc_hd__xor3_1"} 1
chip_impl_metric{name="timing.final.hold_violations",unit=""} 0
chip_impl_metric{name="num-fill-cells",unit=""} 405
chip_impl_metric{name="drt-vias-per-instance",unit=""} 1.46
chip_impl_metric{name="number_of_placement_rows",unit=""} 21
chip_impl_metric{name="detailedRoute.firstPassIterationCount",unit=""} 1
chip_impl_metric{name="drcViolationCount",unit=""} 0
chip_impl_metric{name="yosysChipArea",unit="µm²"} 98.8
chip_impl_metric{name="area.combinational",unit="µm²"} 93.8
chip_impl_metric{name="max_slew_violation_count",unit=""} 0
chip_impl_metric{name="slew_headroom",unit=""} 0.939
chip_impl_info{name="holdCritPathClass",value="in -> out"} 1
chip_impl_metric{name="critPathArrivalTime",unit="ns"} 1.64
chip_impl_metric{name="syn_area",unit="µm²"} 98.8
chip_impl_metric{name="antenna_found_initial",unit=""} 1
chip_impl_info{name="yosys-top-cells-area",value="sky130_fd_sc_hd__fa_1, sky130_fd_sc_hd__xor3_1, sky130_fd_sc_hd__inv_1"} 1
chip_impl_metric{name="number_of_global_route_vias_before_repair",unit=""} 109
chip_impl_info{name="synth.most_common_cell",value="sky130_fd_sc_hd__inv_1"} 1
chip_impl_metric{name="top_level_ports",unit=""} 12
chip_impl_metric{name="share_of_the_yosys_chip_area_belonging_to_registers",unit=""} 0
chip_impl_metric{name="cp_data_required_time",unit="ns"} 1.60
chip_impl_metric{name="irDropWorstVdd",unit="µV"} 28.7
chip_impl_metric{name="sequential_cell_total",unit=""} 0
worst max-delay path, cell delays in order:
cell and delay (ns):
sky130_fd_sc_hd__buf_6 0.10, sky130_fd_sc_hd__ha_4 0.15, sky130_fd_sc_hd__fa_2 0.33, sky130_fd_sc_hd__fa_2 0.34
sky130_fd_sc_hd__xor3_1 0.18, sky130_fd_sc_hd__buf_2 0.14
final cells by class:
class / instances / area share
Tap cell: 46 / 0.204
Inverter: 6 / 0.0800
Timing Repair Buffer: 12 / 0.373
Multi-Input combinational cell: 4 / 0.333
Antenna cell: 1 / 0.00889
per-layer routing:
metal  global-route usage  up-vias  part of all wire
li1                     -       52                 -
met2               0.0209        9              0.35
met3               0.0250        0              0.39
met1              0.00936       40              0.25
met5                    0        -                 0
met4                    0        0                 0
metrics by stage:
stage | area [µm²] | hold slack [ns] | cells | power (µW) | utilization
after CTS | 285 | 1.44 | 68 | 58.4 | 0.0835
final | 282 | 1.23 | 69 | 54.7 | 0.0824
after floorplan | 98.8 | 0.911 | 10 | 15.2 | -
after global placement | 277 | 1.84 | 68 | 61.3 | 0.0810
after detailed placement | 277 | 1.83 | 68 | 62.1 | 0.0810
after global routing | 279 | 1.27 | 68 | 63.0 | 0.0817
where the power goes:
| group | leakage, µW | internal, µW | switching, µW | total [µW] |
|---|---|---|---|---|
| sequential | 0 | 0 | 0 | 0 |
| combinational | 0.000127 | 37.3 | 17.4 | 54.7 |
| clock | 0.00000000634 | 0.0000668 | 0 | 0.0000669 |
cell usage in the layout (no fill, tap or decap):
master,netlist,layout
sky130_fd_sc_hd__dlymetal6s2s_1,0,1
sky130_fd_sc_hd__clkbuf_2,0,2
sky130_fd_sc_hd__clkdlybuf4s50_1,0,5
sky130_fd_sc_hd__inv_2,0,2
sky130_fd_sc_hd__inv_1,6,4
sky130_fd_sc_hd__xor3_1,1,1
sky130_fd_sc_hd__buf_2,0,2
sky130_fd_sc_hd__buf_6,0,2
sky130_fd_sc_hd__ha_4,0,1
sky130_fd_sc_hd__fa_2,0,2
sky130_fd_sc_hd__diode_2,0,1
path summary, 6_finish.rpt:
check	to	slack (ns)	depth (start not counted)
setup / recovery	S4	-0.04	6
hold / removal	S2	1.23	4
what timing repair did:
action	4_1_cts	5_1_grt
resized	24	4
setup endpoints to repair	4	3
endpoints found under the hold margin	0	0
pin swaps	3	2
cell families after synthesis:
group | after synthesis | share of synthesized area
XOR/XNOR | 1 | 0.240
buffers and inverters | 6 | 0.228
adder cells (fa/ha/maj) | 3 | 0.532
Power figures rest on the tool's default switching activity, not on a simulated workload.
