$ cat flow/config.mk
export PLATFORM = sky130hd
export DESIGN_NAME = DivisorDeFrequencia2x
export DESIGN_NICKNAME = DivisorDeFrequencia2x
export VERILOG_FILES = /design/flow/design.v
export SDC_FILE = /design/flow/constraint.sdc
export NUM_CORES = 4
export LEC_CHECK = 1
export CORE_AREA = 10 10 73 73
export DIE_AREA = 0 0 83 83
$ cat flow/constraint.sdc
current_design DivisorDeFrequencia2x

set clk_period 1.0
set clk_io_pct 0.2

create_clock -name clk0 -period $clk_period [get_ports {Clock}]

set non_clock_inputs [all_inputs -no_clocks]
set_input_delay [expr $clk_period * $clk_io_pct] -clock clk0 $non_clock_inputs
set_output_delay [expr $clk_period * $clk_io_pct] -clock clk0 [all_outputs]
$ cat flow/design.v
module DivisorDeFrequencia (Clock, Q, Q1, Q2, Q3, Q4, Q5, Q6, Q7, Q8, Q9, Q10,  Q11, Q12, Q13, Q14, Q15, Q16, Q17, Q18, Q19);
	input Clock;
	output Q, Q1, Q2, Q3, Q4, Q5, Q6, Q7, Q8, Q9, Q10, Q11, Q12, Q13, Q14, Q15, Q16, Q17, Q18, Q19;
	FlipFlopT T1 (.T(1'b1), .Clock(Clock), .Q(Q), .Qn());
	FlipFlopT T2 (.T(1'b1), .Clock(Q), .Q(Q1), .Qn());
	FlipFlopT T3 (.T(1'b1), .Clock(Q1), .Q(Q2), .Qn());
	FlipFlopT T4 (.T(1'b1), .Clock(Q2), .Q(Q3), .Qn());
	FlipFlopT T5 (.T(1'b1), .Clock(Q3), .Q(Q4), .Qn());
	FlipFlopT T6 (.T(1'b1), .Clock(Q4), .Q(Q5), .Qn());
	FlipFlopT T7 (.T(1'b1), .Clock(Q5), .Q(Q6), .Qn());
	FlipFlopT T8 (.T(1'b1), .Clock(Q6), .Q(Q7), .Qn());
	FlipFlopT T9 (.T(1'b1), .Clock(Q7), .Q(Q8), .Qn());
	FlipFlopT T10 (.T(1'b1), .Clock(Q8), .Q(Q9), .Qn());
	FlipFlopT T11 (.T(1'b1), .Clock(Q9), .Q(Q10), .Qn());
	FlipFlopT T12 (.T(1'b1), .Clock(Q10), .Q(Q11), .Qn());
	FlipFlopT T13 (.T(1'b1), .Clock(Q11), .Q(Q12), .Qn());
	FlipFlopT T14 (.T(1'b1), .Clock(Q12), .Q(Q13), .Qn());
	FlipFlopT T15 (.T(1'b1), .Clock(Q13), .Q(Q14), .Qn());
	FlipFlopT T16 (.T(1'b1), .Clock(Q14), .Q(Q15), .Qn());
	FlipFlopT T17 (.T(1'b1), .Clock(Q15), .Q(Q16), .Qn());
	FlipFlopT T18 (.T(1'b1), .Clock(Q16), .Q(Q17), .Qn());
	FlipFlopT T19 (.T(1'b1), .Clock(Q17), .Q(Q18), .Qn());
endmodule 
module DivisorDeFrequencia2x (Clock, Q, Output);
	input Clock;
	output Output, Q;
	DivisorDeFrequencia dividor1 (.Clock(Clock), .Q(), .Q1(), .Q2(), .Q3(), .Q4(), .Q5(), .Q6(), .Q7(), .Q8(), .Q9(), .Q10(Q));
	DivisorDeFrequencia dividor2 (.Clock(Q), .Q(), .Q1(), .Q2(), .Q3(), .Q4(), .Q5(), .Q6(), .Q7(), .Q8(), .Q9(), .Q10(Output));
endmodule 
module FlipFlopJK (J, K, Clock, Q);
	input J, K, Clock;
	output reg Q;
   always @ (posedge Clock)
      case ({J,K})
         2'b00 :  Q <= Q;
         2'b01 :  Q <= 0;
         2'b10 :  Q <= 1;
         2'b11 :  Q <= ~Q;
      endcase
endmodule 
module FlipFlopT (T, Clock, Q, Qn);
	input T, Clock;
	output Q, Qn;
	FlipFlopJK flipflop1 (.J(T), .K(T), .Clock(Clock), .Q(Q));
	not (Qn, Q);
endmodule 
$ cat flow/run.sh
#!/bin/bash
# OpenROAD 26Q1-2900-gdf79404cd8, Yosys 0.63+post, stock flow scripts
make -C /OpenROAD-flow-scripts/flow DESIGN_CONFIG=/design/flow/config.mk WORK_HOME=/design/flow/orfs finish
==> run_results.csv <==
group,metric,value,unit
power_and_ir_drop,netSwitchingFraction,0,%
clock_network,ctsHoldBuffers,0,
setup_path,critPathMaxStageDelay,310,ps
placed_design,placed_area,603,sq um
synth,top_area_share,84.2,%
routing,wire_per_inst,4.12,microns
synth,flop_cell,"dfxtp_1",
routing,wl_met3,34,microns
routing,wirelength,387,microns
placed_design,post-place-ws,543,ps
synth,ys_seq_share,84.2,%
finish,final_cells,94,
sta,hold_viol_final,0,
power_and_ir_drop,p_per_area,67.5,nW/um^2
setup_path,crit_chain,"inv_1",
die,die-height,83,microns
synth,ys_seq_elements,22,
routing,wl_met1,220,microns
finish,comb_area,0,sq um
routing,drcViolationCount,0,
sta,untimed_endpoints,23,
setup_path,cp-start-kind,"flip-flop",
finish,syn_to_final_growth,15.3,%
synth,yosysUniqueCellTypes,2,
power_and_ir_drop,p_leak,0.000188,uW
routing,drtPass1Iterations,2,
placed_design,place.gp.congestion,0.607,
global_route,grt_max_degree,4,
routing,via_per_inst,2.14,
synth,yosys_warnings,1,
die,fp_util,14.0,%
finish,finalInstanceArea,603,sq um
sta,fin_ws,543,ps
placed_design,place_hpwl,365,microns
die,chipArea,6890,sq um
placed_design,dp.cells,94,
synth,syn_inst,44,
finish,drive_above_1_share,0,%
routing,wl_met2,131,microns
global_route,grt_pass1_vias,190,
setup_path,worst_setup_path_end_kind,"flip-flop",
clock_network,worstSkewPairLatency,0,ps
hold_path,min-delay-path-class,"flip-flop to flip-flop",
routing,antenna_cells,0,
synth,synth-async-reset-ratio,0,%
global_route,grt_overflow,0,
setup_path,cpMaxStageDelayCell,"dfxtp_1",
status,status,"finished, final reports clean",
power_and_ir_drop,ir_drop,0.157,mV
power_and_ir_drop,p_seq_share,100.0,%
die,io_pins,3,
setup_path,r2r-start,"dividor1.T1.flipflop1.Q",
routing,highest_layer,"met3",
setup_path,path_max_fanout,2,
power_and_ir_drop,combinationalPowerShare,0,%
job,cap_violations,0,
clock_network,cts.clk_slew.worst_paths,0,ps
global_route,globalRouteTotalUtil,1.08,%
sta,fin_crit_sh,45.7,%
routing,dr_total_vias,201,
setup_path,critPathArrivalTime,350,ps
die,coreArea,3740,sq um
power_and_ir_drop,p_sw,0,uW
synth,synth_area,523,sq um
global_route,grt_pass1_wl,717,microns
routing,ant_nets,0,
synth,topCellsByArea,"dfxtp_1, inv_1",
setup_path,startpoint,"dividor1.T1.flipflop1.Q",
power_and_ir_drop,power.share.clock,0,%
sta,setup_viol,0,
job,tool_warnings,28,
synth,synth_area_leader_cell,"dfxtp_1",
sta,worst_pin_slew,107,ps
hold_path,hold_path_startpoint,"dividor1.T1.flipflop1.Q",
sta,layout_min_cycle_time,457,ps
routing,drt_iter0_markers,3,
power_and_ir_drop,p_int,40.7,uW
die,num_rows,22,
clock_network,ctsResizeCount,0,
synth,edf_count,0,
setup_path,critPathTopFamily,"flip-flops",
synth,syn-mean-instance-area,11.9,sq um
sta,unclocked_pins,21,
power_and_ir_drop,p_total,40.7,uW
synth,ys_chip_area,523,sq um
synth,synth-cells-yosys,44,
setup_path,crit_buf_inv,1,
setup_path,critical_path_class,"flip-flop to flip-flop",
sta,rsz0062_at_grt,"no",
sta,fmax,2190,MHz
placed_design,port_buffers,2,
finish,logic_gates,0,
sta,fin_tns_setup,0,ps
sta,maxSlewHeadroom,92.9,%
global_route,antenna_found_initial,0,
sta,drv_slew,0,
sta,skew,0,ps
die,die_x,83,microns
clock_network,post_cts_buffers,0,
setup_path,cp_data_required_time,890,ps
synth,common_cells,"dfxtp_1, inv_1",
==> layer usage <==
layer,vias to the layer above,GRT usage (%)
met3,0,0.295
li1,115,-
met5,-,0
met2,3,1.54
met4,0,0
met1,83,1.66
==> metrics by stage <==
step,utilization [%],hold WS (ps)
4_1_cts,16.1,367
3_5_place_dp,16.1,365
2_1_floorplan,-,350
3_3_place_gp,16.1,359
6_report,16.1,365
5_1_grt,16.1,390
==> final timing paths <==
kind	to	cells after the start	slack, ps
setup / recovery	dividor1.T1.flipflop1.Q	1	540
hold / removal	dividor1.T1.flipflop1.Q	1	360
setup reg to reg	dividor1.T1.flipflop1.Q	1	540
hold reg to reg	dividor1.T1.flipflop1.Q	1	360
==> power by group through the flow <==
stage	Combinational [uW]	Clock [uW]	Sequential (uW)
global route	0.0000111	0	40.7
finish	0.0000111	0	40.7
CTS	0.0000111	0	40.7
==> cells in the final DEF (no fill, tap or decap) <==
master and n:
inv_1 22, clkdlybuf4s50_1 2, dfxtp_1 22
==> area by class of cell <==
cell class            instances  area (sq um)
fill                        421          3140
inverter                     22          82.6
sequential                   22           440
tap                          48          60.1
timing repair buffer          2          20.0
==> cells by family (layout without fill, tap and decap cells) <==
kind of cell           count (synthesis)  count (layout)  share of synthesized area, %
DFF                                   22              22                          84.2
buffers and inverters                 22              24                          15.8
Power figures rest on the tool's default switching activity, not on a simulated workload.
